### /design/flow/run.sh
#!/bin/bash
# OpenROAD 26Q1-2900-gdf79404cd8, Yosys 0.63+post, stock flow scripts
make -C /OpenROAD-flow-scripts/flow DESIGN_CONFIG=/design/flow/config.mk WORK_HOME=/design/flow/orfs finish
### /design/flow/config.mk
export PLATFORM = sky130hd
export DESIGN_NAME = mux26
export DESIGN_NICKNAME = mux26
export VERILOG_FILES = /design/flow/design.v
export SDC_FILE = /design/flow/constraint.sdc
export NUM_CORES = 4
export LEC_CHECK = 1
export CORE_AREA = 10 10 70 70
export DIE_AREA = 0 0 80 80
### /design/flow/design.v
module mux13
    (
    sel0,
    in0,
    sel1,
    in1,
    sel2,
    in2,
    sel3,
    in3,
    sel4,
    in4,
    sel5,
    in5,
    sel6,
    in6,
    sel7,
    in7,
    sel8,
    in8,
    sel9,
    in9,
    sel10,
    in10,
    sel11,
    in11,
    sel12,
    in12,
    out
    );
parameter DW = 1'b1;
input               sel0;
input [DW-1:0]	    in0;
input               sel1;
input [DW-1:0]	    in1;
input               sel2;
input [DW-1:0]	    in2;
input               sel3;
input [DW-1:0]	    in3;
input               sel4;
input [DW-1:0]	    in4;
input               sel5;
input [DW-1:0]	    in5;
input               sel6;
input [DW-1:0]	    in6;
input               sel7;
input [DW-1:0]	    in7;
input               sel8;
input [DW-1:0]	    in8;
input               sel9;
input [DW-1:0]	    in9;
input               sel10;
input [DW-1:0]	    in10;
input               sel11;
input [DW-1:0]	    in11;
input               sel12;
input [DW-1:0]	    in12;
output [DW-1:0]	    out;
wire [DW-1:0]       out0_5;
wire [DW-1:0]       out6_12;
mux6   #(.DW(DW))   mux0_5
    (
    .sel0  (sel0),
    .in0   (in0),
    .sel1  (sel1),
    .in1   (in1),
    .sel2  (sel2),
    .in2   (in2),
    .sel3  (sel3),
    .in3   (in3),
    .sel4  (sel4),
    .in4   (in4),
    .sel5  (sel5),
    .in5   (in5),
    .out   (out0_5)
    );
mux7   #(.DW(DW))   mux6_12
    (
    .sel0  (sel6),
    .in0   (in6),
    .sel1  (sel7),
    .in1   (in7),
    .sel2  (sel8),
    .in2   (in8),
    .sel3  (sel9),
    .in3   (in9),
    .sel4  (sel10),
    .in4   (in10),
    .sel5  (sel11),
    .in5   (in11),
    .sel6  (sel12),
    .in6   (in12),
    .out   (out6_12)
    );
assign out = out0_5 | out6_12;
endmodule 
module mux26
    (
    sel0,
    in0,
    sel1,
    in1,
    sel2,
    in2,
    sel3,
    in3,
    sel4,
    in4,
    sel5,
    in5,
    sel6,
    in6,
    sel7,
    in7,
    sel8,
    in8,
    sel9,
    in9,
    sel10,
    in10,
    sel11,
    in11,
    sel12,
    in12,
    sel13,
    in13,
    sel14,
    in14,
    sel15,
    in15,
    sel16,
    in16,
    sel17,
    in17,
    sel18,
    in18,
    sel19,
    in19,
    sel20,
    in20,
    sel21,
    in21,
    sel22,
    in22,
    sel23,
    in23,
    sel24,
    in24,
    sel25,
    in25,
    out
    );
parameter DW = 1'b1;
input               sel0;
input [DW-1:0]	    in0;
input               sel1;
input [DW-1:0]	    in1;
input               sel2;
input [DW-1:0]	    in2;
input               sel3;
input [DW-1:0]	    in3;
input               sel4;
input [DW-1:0]	    in4;
input               sel5;
input [DW-1:0]	    in5;
input               sel6;
input [DW-1:0]	    in6;
input               sel7;
input [DW-1:0]	    in7;
input               sel8;
input [DW-1:0]	    in8;
input               sel9;
input [DW-1:0]	    in9;
input               sel10;
input [DW-1:0]	    in10;
input               sel11;
input [DW-1:0]	    in11;
input               sel12;
input [DW-1:0]	    in12;
input               sel13;
input [DW-1:0]	    in13;
input               sel14;
input [DW-1:0]	    in14;
input               sel15;
input [DW-1:0]	    in15;
input               sel16;
input [DW-1:0]	    in16;
input               sel17;
input [DW-1:0]	    in17;
input               sel18;
input [DW-1:0]	    in18;
input               sel19;
input [DW-1:0]	    in19;
input               sel20;
input [DW-1:0]	    in20;
input               sel21;
input [DW-1:0]	    in21;
input               sel22;
input [DW-1:0]	    in22;
input               sel23;
input [DW-1:0]	    in23;
input               sel24;
input [DW-1:0]	    in24;
input               sel25;
input [DW-1:0]	    in25;
output [DW-1:0]	    out;
wire [DW-1:0]       out0_12;
wire [DW-1:0]       out13_25;
mux13   #(.DW(DW))   mux0_12
    (
    .sel0  (sel0),
    .in0   (in0),
    .sel1  (sel1),
    .in1   (in1),
    .sel2  (sel2),
    .in2   (in2),
    .sel3  (sel3),
    .in3   (in3),
    .sel4  (sel4),
    .in4   (in4),
    .sel5  (sel5),
    .in5   (in5),
    .sel6  (sel6),
    .in6   (in6),
    .sel7  (sel7),
    .in7   (in7),
    .sel8  (sel8),
    .in8   (in8),
    .sel9  (sel9),
    .in9   (in9),
    .sel10  (sel10),
    .in10   (in10),
    .sel11  (sel11),
    .in11   (in11),
    .sel12  (sel12),
    .in12   (in12),
    .out   (out0_12)
    );
mux13   #(.DW(DW))   mux13_25
    (
    .sel0  (sel13),
    .in0   (in13),
    .sel1  (sel14),
    .in1   (in14),
    .sel2  (sel15),
    .in2   (in15),
    .sel3  (sel16),
    .in3   (in16),
    .sel4  (sel17),
    .in4   (in17),
    .sel5  (sel18),
    .in5   (in18),
    .sel6  (sel19),
    .in6   (in19),
    .sel7  (sel20),
    .in7   (in20),
    .sel8  (sel21),
    .in8   (in21),
    .sel9  (sel22),
    .in9   (in23),
    .sel10  (sel23),
    .in10   (in23),
    .sel11  (sel24),
    .in11   (in24),
    .sel12  (sel25),
    .in12   (in25),
    .out   (out13_25)
    );
assign out = out0_12 | out13_25;
endmodule 
module mux6
    (
    sel0,
    in0,
    sel1,
    in1,
    sel2,
    in2,
    sel3,
    in3,
    sel4,
    in4,
    sel5,
    in5,
    out
    );
parameter DW = 1'b1;
input               sel0;
input [DW-1:0]	    in0;
input               sel1;
input [DW-1:0]	    in1;
input               sel2;
input [DW-1:0]	    in2;
input               sel3;
input [DW-1:0]	    in3;
input               sel4;
input [DW-1:0]	    in4;
input               sel5;
input [DW-1:0]	    in5;
output [DW-1:0]	    out;
assign out = ({DW{sel0}} & in0) |
             ({DW{sel1}} & in1) |
             ({DW{sel2}} & in2) |
             ({DW{sel3}} & in3) |
             ({DW{sel4}} & in4) |
             ({DW{sel5}} & in5);
endmodule 
module mux7
    (
    sel0,
    in0,
    sel1,
    in1,
    sel2,
    in2,
    sel3,
    in3,
    sel4,
    in4,
    sel5,
    in5,
    sel6,
    in6,
    out
    );
parameter DW = 1'b1;
input               sel0;
input [DW-1:0]	    in0;
input               sel1;
input [DW-1:0]	    in1;
input               sel2;
input [DW-1:0]	    in2;
input               sel3;
input [DW-1:0]	    in3;
input               sel4;
input [DW-1:0]	    in4;
input               sel5;
input [DW-1:0]	    in5;
input               sel6;
input [DW-1:0]	    in6;
output [DW-1:0]	    out;
assign out = ({DW{sel0}} & in0) |
             ({DW{sel1}} & in1) |
             ({DW{sel2}} & in2) |
             ({DW{sel3}} & in3) |
             ({DW{sel4}} & in4) |
             ({DW{sel5}} & in5) |
             ({DW{sel6}} & in6);
endmodule 
### /design/flow/constraint.sdc
current_design mux26

set clk_period 1.6
set clk_io_pct 0.2

create_clock -name clk0 -period $clk_period

set non_clock_inputs [all_inputs -no_clocks]
set_input_delay [expr $clk_period * $clk_io_pct] -clock clk0 $non_clock_inputs
set_output_delay [expr $clk_period * $clk_io_pct] -clock clk0 [all_outputs]
==> out/qor.yml <==
simple_gate_share_pct: 15.79
stdcell_count: 115
fin_crit_sh_pct: 106.5
final_area_sq_um: 639.4
crit_chain: "clkdlybuf4s50_1 > a22oi_2 > nand4_1 > or3_1 > buf_2"
tightest_slew_ns: 0.1880
top_area_cell: "a22oi_1"
p_per_area_nw_per_um2: 180.5
timing.fmax_mhz: 587.0
cp.required_ns: 1.28
hold_violations: 0
antenna_found_initial: 0
syn_area_per_cell_sq_um: 8.390
area_delta_synth_final_pct: 348.2
slowest_stage: "clkdlybuf4s50_1"
fp.coreArea_sq_um: 3416
max-slew-margin-rel_pct: 87.47
avgRoutedWirePerCell_um: 14.17
grt.overflow.total: 0
crit_family: "buffers and inverters"
synth_cells: 17
grt_max_degree: 2
seq_area_sq_um: 0
cts_hold_buf: 0
ys_sh_mux_pct: 0
drt-total-wl_mm: 1.629
power_w: 0.0001154
die_h_um: 80
hold_path_class: "input port to primary output"
worstSetupPathType: "input port to primary output"
drive_gt1_share_pct: 26.09
antennaDiodeCount: 0
utilization_pct: 18.72
ff_count: 0
ys_warn_count: 0
design.die.area_sq_um: 6400
crit_fanout: 1
via_per_inst: 3.087
route.vias.total: 355
min_period_ns: 1.704
grtUsageTotal_pct: 4.456
first_global_vias: 407
area_leaders: "a22oi_1 26%, a221oi_2 21%, a22o_1 18%"
slew_viol_final: 0
place_area_sq_um: 720.7
io_buffers: 52
pin_count: 53
yosys_area_sq_um: 142.6
drc: 0
status: "finished with violations"
finalSetupViolCount: 1
ys_seq_share_pct: 0
netlist_area_sq_um: 142.6
netlist_logic_family_top: "AND-OR/OR-AND gates"
first_pass_iters: 2
die_x_um: 80
drv_cap: 0
xor_share_pct: 0
start_kind: "input port"
timing.hold.ws_ns: 1.124
worstSetupEndpointType: "primary output"
grt_pass1_wl_mm: 2.228
dp_hpwl_mm: 1.597
grt_setup_unrepaired: "yes"
fp-utilization_pct: 4.176
post-synth-top-area-fraction_pct: 26.32
crit_arrival_ns: 1.38
yosys_cells: 17
rows: 21
fin_ws_ns: -0.1036
p_leak_nw: 0.3023
synthAoiAreaFrac_pct: 84.21
critPathBufInv: 2
dp_cells: 115
nClkBuffers: 0
cts_setup_buffers: 0
hp-start: "in25[0]"
synth_cell_types: 9
warnings: 35
hold_depth: 6
irDropWorstVdd_mv: 0.03750
drtIter0Drc: 5
holdPathEnd: "out[0]"
finalWeightedCongestion: 0.7979
adder_share_pct: 0
violations: "negative setup slack"
ant_nets: 0
slowest_delay_ns: 0.41
[Yosys cell counts]
cell type  count
a22o_1         3
or3_1          1
a221oi_1       1
nand4_1        1
a22oi_1        5
a22oi_2        1
o21ai_0        1
nand3_1        2
a221oi_2       2
[cells in the final DEF (no fill, tap or decap)]
cell	n
o21ai_1	1
or3_1	1
buf_2	7
clkbuf_2	3
buf_6	3
nand4_1	1
a22o_1	3
nand3_1	2
a22oi_2	2
clkdlybuf4s50_1	1
clkdlybuf4s15_1	1
dlygate4sd2_1	37
a221oi_2	3
a22oi_1	4
[where the power goes]
part | leakage, nW | internal, W | switching (W) | total (W)
logic | 0.302 | 0.0000827 | 0.0000327 | 0.000115
clock network | 0 | 0 | 0 | 0
registers | 0 | 0 | 0 | 0
[worst max path at each step]
stage	cells after the start	startpoint	endpoint
after global routing	6	in18[0]	out[0]
after CTS	6	in18[0]	out[0]
final	5	in1[0]	out[0]
[per-stage QoR]
step	setup slack, ns	setup TNS, ns
2_1_floorplan	0.1628	0
3_3_place_gp	-0.7852	-0.7852
3_5_place_dp	-0.8177	-0.8177
4_1_cts	-0.1350	-0.1350
5_1_grt	-0.1646	-0.1646
6_report	-0.1036	-0.1036
[kinds of logic after synthesis]
| group | after synthesis |
|---|---|
| and+or+nand+nor | 4 |
| AOI/OAI and AO/OA | 13 |
[cell type report]
class              count  area [sq um]
fillers              411          2776
repair buffers        52         427.9
multi-input cells     17         153.9
well taps             46         57.56
[repair_timing]
item                       4_1_cts  5_1_grt
pin swaps                       17        1
gates resized                   79        5
setup endpoints to repair        1        1
hold endpoints to repair         0        0
[per-layer routing]
layer  up-vias  part of all wire [%]  global-route usage (%)
li1        188                     -                       -
met1       154                    29                   4.417
met2        13                    63                   9.390
met3         0                   7.6                   1.023
met4         0                     0                       0
met5         -                     0                       0
Power and IR drop assume default switching activity.
