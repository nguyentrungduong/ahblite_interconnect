==> ./design.v <==
module	regfile8xnb
	(
	clk,
	rst_n,	
	wen_i, 
	waddr_i, 
	wdata_i, 
        clr_i,
	raddr_i, 
	rdata_o 
	);
parameter		AW = 3;
parameter		DW = 8;
input                   clk;
input                   rst_n;	
input                   wen_i; 
input	[AW-1:0]	waddr_i; 
input	[DW-1:0]	wdata_i; 
input                   clr_i;
input	[AW-1:0]	raddr_i; 
output	[DW-1:0]	rdata_o; 
reg 	[DW-1:0]	rdata_o; 
wire                    wen0;
wire                    wen1;
wire                    wen2;
wire                    wen3;
wire                    wen4;
wire                    wen5;
wire                    wen6;
wire                    wen7;
wire	[DW-1:0]	rdata0;
wire	[DW-1:0]	rdata1;
wire	[DW-1:0]	rdata2;
wire	[DW-1:0]	rdata3;
wire	[DW-1:0]	rdata4;
wire	[DW-1:0]	rdata5;
wire	[DW-1:0]	rdata6;
wire	[DW-1:0]	rdata7;
regnb
	#(.DW	(DW)
	)	reg0
	(
	.clk		(clk),
	.rst_n		(rst_n),	
	.wen_i		(wen0),
	.wdata_i	(wdata_i),
        .clr_i      (clr_i),
	.ren_i		(1'b1),
	.rdata_o	(rdata0)
	);
regnb
	#(.DW	(DW)
	)	reg1
	(
	.clk		(clk),
	.rst_n		(rst_n),	
	.wen_i		(wen1),
	.wdata_i	(wdata_i),
        .clr_i      (clr_i),
	.ren_i		(1'b1),
	.rdata_o	(rdata1)
	);
regnb
	#(.DW	(DW)
	)	reg2
	(
	.clk		(clk),
	.rst_n		(rst_n),	
	.wen_i		(wen2),
	.wdata_i	(wdata_i),
        .clr_i      (clr_i),
	.ren_i		(1'b1),
	.rdata_o	(rdata2)
	);
regnb
	#(.DW	(DW)
	)	reg3
	(
	.clk		(clk),
	.rst_n		(rst_n),	
	.wen_i		(wen3),
	.wdata_i	(wdata_i),
    .clr_i      (clr_i),
	.ren_i		(1'b1),
	.rdata_o	(rdata3)
	);
regnb
	#(.DW	(DW)
	)	reg4
	(
	.clk		(clk),
	.rst_n		(rst_n),	
	.wen_i		(wen4),
	.wdata_i	(wdata_i),
        .clr_i      (clr_i),
	.ren_i		(1'b1),
	.rdata_o	(rdata4)
	);
regnb
	#(.DW	(DW)
	)	reg5
	(
	.clk		(clk),
	.rst_n		(rst_n),	
	.wen_i		(wen5),
	.wdata_i	(wdata_i),
        .clr_i      (clr_i),
	.ren_i		(1'b1),
	.rdata_o	(rdata5)
	);
regnb
	#(.DW	(DW)
	)	reg6
	(
	.clk		(clk),
	.rst_n		(rst_n),	
	.wen_i		(wen6),
	.wdata_i	(wdata_i),
        .clr_i      (clr_i),
	.ren_i		(1'b1),
	.rdata_o	(rdata6)
	);
regnb
	#(.DW	(DW)
	)	reg7
	(
	.clk		(clk),
	.rst_n		(rst_n),	
	.wen_i		(wen7),
	.wdata_i	(wdata_i),
        .clr_i      (clr_i),
	.ren_i		(1'b1),
	.rdata_o	(rdata7)
	);
assign wen0 = (waddr_i == 3'd0) & wen_i;
assign wen1 = (waddr_i == 3'd1) & wen_i;
assign wen2 = (waddr_i == 3'd2) & wen_i;
assign wen3 = (waddr_i == 3'd3) & wen_i;
assign wen4 = (waddr_i == 3'd4) & wen_i;
assign wen5 = (waddr_i == 3'd5) & wen_i;
assign wen6 = (waddr_i == 3'd6) & wen_i;
assign wen7 = (waddr_i == 3'd7) & wen_i;
always @(*)
	begin
	case(raddr_i)
		3'd0 : rdata_o = rdata0;
		3'd1 : rdata_o = rdata1;
		3'd2 : rdata_o = rdata2;
		3'd3 : rdata_o = rdata3;
		3'd4 : rdata_o = rdata4;
		3'd5 : rdata_o = rdata5;
		3'd6 : rdata_o = rdata6;
		3'd7 : rdata_o = rdata7;
		default : rdata_o = {DW{1'b0}};
	endcase
	end
endmodule	
module	regnb
    (
    clk,
    rst_n,	
    wen_i, 
    wdata_i, 
    clr_i,
    ren_i, 
    rdata_o 
    );
parameter    DW = 8;
input          clk;
input          rst_n;	
input          wen_i; 
input [DW-1:0] wdata_i; 
input          clr_i;
input          ren_i; 
output [DW-1:0]rdata_o; 
reg [DW-1:0]   data;
wire [DW-1:0]  nxt_data;
always@(posedge clk or negedge rst_n)
    begin
    if (!rst_n)
        data <= {DW{1'b0}};
    else
        data <= nxt_data;
    end
assign nxt_data = clr_i ? {DW{1'b0}} :
                  wen_i ? wdata_i : data;
assign rdata_o = ren_i ? data : {DW{1'b0}};
endmodule	
module sync_fifo
    (
     rst_n,
     wclk,
     wfifo_i,   
     wdata_i,
     wfull_o,
     rclk, 
     rfifo_i,
     rempty_o,
     rdata_o   
     );
parameter ADD_W = 3;
parameter DATA_W = 36;
input                   rst_n;
input                   wclk;
input                   wfifo_i;
input [DATA_W-1:0]      wdata_i;
output                  wfull_o;
input                   rclk;
input                   rfifo_i;
output [DATA_W-1:0]     rdata_o;
output                  rempty_o;
wire  [ADD_W:0]         rptr;
wire  [ADD_W:0]         wptr;
wire                    ren;
wire                    wen;
wire  [ADD_W-1:0]       waddr;
wire  [ADD_W-1:0]       raddr;
wire  [DATA_W-1:0]      rdata_o;
wire  [DATA_W-1:0]      ff_rdata;
wire  [DATA_W-1:0]      nxt_rdata;
sync_fiford_ctrl    #(.AW(ADD_W))  sync_fiford_ctrl_00
    (
    .rclk     (rclk),
    .rst_n    (rst_n),
    .rfifo_i  (rfifo_i), 
    .wptr_i   (wptr), 
    .ren_o    (ren),
    .rempty_o (rempty_o),
    .raddr_o  (raddr),
    .rptr_o   (rptr)
     );
sync_fifowr_ctrl   #(.AW(ADD_W))   sync_fifowr_ctrl_00
    (
    .wclk    (wclk),
    .rst_n   (rst_n),
    .wfifo_i (wfifo_i),
    .rptr_i  (rptr),
    .wen_o   (wen),
    .wfull_o (wfull_o),
    .waddr_o (waddr),
    .wptr_o  (wptr)
     );
regfile8xnb   #(.AW(ADD_W),
                .DW(DATA_W))    regfile8xnb_00
    (
    .clk     (wclk),
    .rst_n   (rst_n),	
    .wen_i   (wen), 
    .waddr_i (waddr), 
    .wdata_i (wdata_i), 
    .clr_i   (1'b0),
    .raddr_i (raddr), 
    .rdata_o (ff_rdata) 
    );
 assign rdata_o = ff_rdata;
endmodule 
module sync_fiford_ctrl
    (
    rclk,
    rst_n,
    rfifo_i,   
    wptr_i, 
    ren_o,
    rempty_o,
    raddr_o,  
    rptr_o
    );
parameter AW = 3;
input               rclk;
input               rst_n;
input               rfifo_i;
input   [AW:0]      wptr_i;
output              ren_o;
output              rempty_o;
output  [AW-1:0]    raddr_o;
output  [AW:0]      rptr_o;
wire [AW:0]         nxt_rptr;
reg  [AW:0]         rptr;
wire                ren;
wire                nxt_rempty;
reg                 rempty;
assign ren = rfifo_i & (~rempty);
assign nxt_rptr = ren ? (rptr + 1'b1) : rptr;
always @ (posedge rclk or negedge rst_n)
    begin
    if(!rst_n)
        rptr <= {(AW+1){1'b0}};
    else
        rptr <= nxt_rptr;
    end
assign raddr_o = rptr[AW-1:0];
assign ren_o = ren;
assign rptr_o = rptr;
assign nxt_rempty = (nxt_rptr == wptr_i);
always @ (posedge rclk or negedge rst_n)
    begin
    if(!rst_n)
        rempty <= 1'b1;
    else
        rempty <= nxt_rempty;
    end
assign rempty_o = rempty;
endmodule 
module sync_fifowr_ctrl
    (
    wclk,
    rst_n,
    wfifo_i,
    rptr_i,
    wen_o,
    wfull_o,
    waddr_o,
    wptr_o
     );
parameter AW = 3;
input               wclk;
input               rst_n;
input               wfifo_i;
input   [AW:0]      rptr_i;
output              wen_o;
output              wfull_o;
output  [AW-1:0]    waddr_o;
output  [AW:0]      wptr_o;
wire [AW:0]         nxt_wptr;
reg  [AW:0]         wptr;
wire                wen;
wire                nxt_wfull;
reg                 wfull;
assign wen = wfifo_i & (~wfull);
assign nxt_wptr = wen ? (wptr + 1'b1) : wptr;
always @ (posedge wclk or negedge rst_n)
    begin
    if(!rst_n)
        wptr <= {(AW+1){1'b0}};
    else
        wptr <= nxt_wptr;
    end
assign waddr_o = wptr[AW-1:0];
assign wen_o = wen;
assign wptr_o = wptr;
assign nxt_wfull = ({~nxt_wptr[AW],wptr[AW-1:0]} == rptr_i);
always@(posedge wclk or negedge rst_n)
    begin
    if(!rst_n)
        wfull <= 1'b0;
    else
        wfull <= nxt_wfull;
    end
assign wfull_o = wfull;
endmodule 
==> ./run.sh <==
#!/bin/bash
# OpenROAD 26Q1-2900-gdf79404cd8, Yosys 0.63+post, stock flow scripts
make -C /OpenROAD-flow-scripts/flow DESIGN_CONFIG=/design/flow/config.mk WORK_HOME=/design/flow/orfs finish
==> ./config.mk <==
export PLATFORM = sky130hd
export DESIGN_NAME = sync_fifo
export DESIGN_NICKNAME = sync_fifo
export VERILOG_FILES = /design/flow/design.v
export SDC_FILE = /design/flow/constraint.sdc
export NUM_CORES = 4
export LEC_CHECK = 1
export CORE_UTILIZATION = 40
==> ./constraint.sdc <==
current_design sync_fifo

set clk_period 4.5
set clk_io_pct 0.2

create_clock -name clk0 -period $clk_period [get_ports {rclk}]
create_clock -name clk1 -period $clk_period [get_ports {wclk}]

set non_clock_inputs [all_inputs -no_clocks]
set_input_delay [expr $clk_period * $clk_io_pct] -clock clk0 $non_clock_inputs
set_output_delay [expr $clk_period * $clk_io_pct] -clock clk0 [all_outputs]
==> impl_metrics.env <==
# flow metrics
export IMPL_placed_area_um2=14500
export IMPL_yosys_most_used_dff="dfrtp_1"
export IMPL_post_dp_hpwl_um=18000
export IMPL_yosysMostFrequentCell="dfrtp_1"
export IMPL_die_x_um=184
export IMPL_p_per_area_nw_per_um2=798
export IMPL_route_detailed_wl_per_inst_um=21.1
export IMPL_relSlewSlack=0.468
export IMPL_place_congestion=0.779
export IMPL_post_cts_resize_count=0
export IMPL_dp_cells=1431
export IMPL_async_flop_share=1.00
export IMPL_drtPass1Iterations=8
export IMPL_ys_sh_adder=0.0113
export IMPL_ys_seq_share=0.562
export IMPL_grt_max_degree=127
export IMPL_yosysTopAreaCell="dfrtp_1"
export IMPL_ir_drop_mv=0.245
export IMPL_cts_tree="yes"
export IMPL_slew_violations=0
export IMPL_reg2reg_setup_slack_ns=2.20
export IMPL_drt_iter0_markers=653
export IMPL_yosys_area_share_simple=0.0278
export IMPL_ys_warn_count=4
export IMPL_fin_skew_ns=0.0145
export IMPL_viasPerCell=5.61
export IMPL_cts_sinks=298
export IMPL_critPathKind="register to output port"
export IMPL_synthMuxAreaShare=0.263
export IMPL_antenna_cells=0
export IMPL_ys_sh_xor=0.00763
export IMPL_tool_warnings=38
export IMPL_synth_cell_types=40
export IMPL_area_leaders="dfrtp_1, mux2_2, a222oi_1, a22oi_1, a21oi_1"
export IMPL_vias=8350
export IMPL_fp_util=0.407
export IMPL_ff2ff_path_depth=4
export IMPL_holdCritPathClass="input pin to asynchronous set/reset pin"
export IMPL_wl_um=31500
export IMPL_clk_pin_slew_ns=0.05
export IMPL_synthCells=954
export IMPL_antenna_found_initial=0
export IMPL_setup_violations=0
export IMPL_final_cells=1489
export IMPL_crit_required_ns=3.60
export IMPL_io_buffers=77
export IMPL_grt_pass1_wl_um=50200
export IMPL_grt_pass1_vias=8564
export IMPL_r2r_start="sync_fifowr_ctrl_00.wfull$_DFF_PN0_"
export IMPL_netlist_top_cells_count="dfrtp_1, mux2_2, a21oi_1"
export IMPL_global_route_usage_total=0.202
export IMPL_ys_ff=298
export IMPL_edf_count=0
export IMPL_core_um2=32600
export IMPL_leakagePower_uw=0.00658
export IMPL_cts_setup_buffers=0
export IMPL_hold_viol=0
export IMPL_r2r_end="regfile8xnb_00.reg1.data[13]$_DFFE_PN0P_"
export IMPL_end_kind="output port"
export IMPL_rsz0062_at_grt="no"
export IMPL_cp_arrival_ns=3.01
export IMPL_synth_avg_cell_area_um2=13.9
export IMPL_area_growth_pct=17.2
export IMPL_cts_hold_buf=0
export IMPL_die_h_um=184
export IMPL_path_max_fanout=15
export IMPL_overflow=0
export IMPL_pin_count=79
export IMPL_setup_tns_ns=0
export IMPL_crit_path_start_kind="register"
export IMPL_cap_violations=0
export IMPL_syn_area_um2=13300
export IMPL_die_area_um2=33900
export IMPL_final_area_um2=15600
export IMPL_rows=66
export IMPL_ant_nets=0
export IMPL_ys_area_um2=13300
export IMPL_tightest_slew_ns=0.798
export IMPL_drc=0
export IMPL_yosys_cells=954
export IMPL_compound_area_frac=0.0975
export IMPL_outcome="finished clean"
export IMPL_logic_family="multiplexers"
export IMPL_top_area_frac=0.560
export IMPL_layout_drive_gt1_share=0.376
-- routing by layer --
layer / up-vias / track usage / wire length (um)
met5: - / 0 / 0
met2: 213 / 0.291 / 14200
met3: 34 / 0.0457 / 1860
met4: 0 / 0.0303 / 431
li1: 3726 / - / -
met1: 4377 / 0.330 / 15000
-- state kept, by name (all words and copies together) (netlist names) --
signal,cells
regfile8xnb_00.reg0.data,36
regfile8xnb_00.reg1.data,36
regfile8xnb_00.reg2.data,36
regfile8xnb_00.reg3.data,36
regfile8xnb_00.reg4.data,36
regfile8xnb_00.reg5.data,36
regfile8xnb_00.reg6.data,36
regfile8xnb_00.reg7.data,36
sync_fiford_ctrl_00.rempty,1
sync_fiford_ctrl_00.rptr,4
sync_fifowr_ctrl_00.wfull,1
sync_fifowr_ctrl_00.wptr,4
-- through the flow --
step / util / total power (uW) / hold WS [ns] / setup WS (ns)
after CTS: 0.477 / 12600 / 0.378 / 0.572
after global routing: 0.477 / 13300 / 0.392 / 0.429
after detailed placement: 0.443 / 9780 / 0.479 / 0.804
after floorplan: - / 7790 / 0.459 / 1.97
after global placement: 0.443 / 9710 / 0.472 / 0.830
final: 0.477 / 12400 / 0.341 / 0.589
-- power breakdown --
group / internal (uW) / switching (uW) / leakage [uW] / total, uW
Combinational: 2840 / 2160 / 0.00245 / 5000
Sequential: 4040 / 694 / 0.00359 / 4730
Clock: 1660 / 1040 / 0.000543 / 2700
Total: 8530 / 3900 / 0.00658 / 12400
-- cell usage in the layout, fill, tap and decap left out, types with 4 or more instances in the layout --
cell	instances
o21ai_0	33
buf_4	22
clkdlybuf4s50_1	76
a22o_1	18
a31oi_1	11
clkinv_2	4
a222oi_1	36
nand2_1	15
mux2_4	6
nor2_1	32
dfrtp_1	296
ha_1	9
a21oi_1	39
a22oi_1	34
clkbuf_8	4
mux2_1	8
xnor2_1	6
clkbuf_16	38
mux2_2	294
o22a_1	4
clkbuf_1	10
inv_1	5
-- kinds of logic after synthesis --
| logic type | count (synthesis) |
|---|---|
| adders and majority gates | 12 |
| AOI/OAI and AO/OA | 182 |
| and+or+nand+nor | 68 |
| xor gates and xnor gates | 10 |
| buffers and inverters | 76 |
| muxes | 308 |
| DFF | 298 |
-- critical path, stage by stage (launching register included) --
cell and delay (ns):
dfrtp_1 0.47, inv_2 0.13, ha_1 0.17, buf_4 0.22, nand2b_1 0.56, buf_4 0.25
o21ai_0 0.09, a22o_1 0.25, a21oi_1 0.16, clkdlybuf4s50_1 0.48
-- worst max-delay path by stage --
stage / startpoint / depth (start not counted) / slack [ns] / end
global route: sync_fiford_ctrl_00.rptr[1]$_DFF_PN0_ / 8 / 0.43 / rdata_o[34]
CTS: sync_fiford_ctrl_00.rptr[1]$_DFF_PN0_ / 9 / 0.57 / rdata_o[4]
finish: sync_fiford_ctrl_00.rptr[1]$_DFF_PN0_ / 9 / 0.59 / rdata_o[21]
-- area by class of cell --
class / instances / area (um2)
Multi-Input combinational cell: 580 / 5420
Fill cell: 2776 / 17100
Tap cell: 442 / 553
Clock inverter: 6 / 58.8
Timing Repair Buffer: 102 / 1000
Sequential cell: 298 / 7460
Inverter: 9 / 36.3
Clock buffer: 52 / 1040
No activity file was given, so power comes from the tool's default toggle rates.
